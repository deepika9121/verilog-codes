`flow/config.mk`:
```
export PLATFORM = sky130hd
export DESIGN_NAME = kgp_adder
export DESIGN_NICKNAME = kgp_adder
export VERILOG_FILES = /design/flow/design.v
export SDC_FILE = /design/flow/constraint.sdc
export NUM_CORES = 4
export LEC_CHECK = 1
export CORE_AREA = 10 10 97 97
export DIE_AREA = 0 0 107 107
```
`flow/constraint.sdc`:
```
current_design kgp_adder

set clk_period 2.6
set clk_io_pct 0.2

create_clock -name clk0 -period $clk_period

set non_clock_inputs [all_inputs -no_clocks]
set_input_delay [expr $clk_period * $clk_io_pct] -clock clk0 $non_clock_inputs
set_output_delay [expr $clk_period * $clk_io_pct] -clock clk0 [all_outputs]
```
`flow/design.v`:
```
`timescale 1ns / 1ps
module  kgp_adder(input [15:0]a,b,input cin,output wire
[16:0]sum);
wire [1:0]temp1 [16:0];
wire [1:0]temp2 [16:0];
wire [1:0]temp3 [16:0];
wire [1:0]temp4 [16:0];
wire temp5 [16:0];
assign temp1[0]={cin,cin};
assign temp1[1]={a[0],b[0]};
assign temp1[2]={a[1],b[1]};
assign temp1[3]={a[2],b[2]};
assign temp1[4]={a[3],b[3]};
assign temp1[5]={a[4],b[4]};
assign temp1[6]={a[5],b[5]};
assign temp1[7]={a[6],b[6]};
assign temp1[8]={a[7],b[7]};
assign temp1[9]={a[8],b[8]};
assign temp1[10]={a[9],b[9]};
assign temp1[11]={a[10],b[10]};
assign temp1[12]={a[11],b[11]};
assign temp1[13]={a[12],b[12]};
assign temp1[14]={a[13],b[13]};
assign temp1[15]={a[14],b[14]};
assign temp1[16]={a[15],b[15]};
assign temp2[0]=temp1[0];
tablee u1(temp1[0],temp1[1],temp2[1]);
tablee u2(temp1[1],temp1[2],temp2[2]);
tablee u3(temp1[2],temp1[3],temp2[3]);
tablee u4(temp1[3],temp1[4],temp2[4]);
tablee u5(temp1[4],temp1[5],temp2[5]);
tablee u6(temp1[5],temp1[6],temp2[6]);
tablee u7(temp1[6],temp1[7],temp2[7]);
tablee u8(temp1[7],temp1[8],temp2[8]);
tablee u9(temp1[8],temp1[9],temp2[9]);
tablee u10(temp1[9],temp1[10],temp2[10]);
tablee u11(temp1[10],temp1[11],temp2[11]);
tablee u12(temp1[11],temp1[12],temp2[12]);
tablee u13(temp1[12],temp1[13],temp2[13]);
tablee u14(temp1[13],temp1[14],temp2[14]);
tablee u15(temp1[14],temp1[15],temp2[15]);
tablee u16(temp1[15],temp1[16],temp2[16]);
assign temp3[0]=temp2[0];
assign temp3[1]=temp2[1];
tablee w1(temp2[0],temp2[2],temp3[2]);
tablee w2(temp2[1],temp2[3],temp3[3]);
tablee w3(temp2[2],temp2[4],temp3[4]);
tablee w4(temp2[3],temp2[5],temp3[5]);
tablee w5(temp2[4],temp2[6],temp3[6]);
tablee w6(temp2[5],temp2[7],temp3[7]);
tablee w7(temp2[6],temp2[8],temp3[8]);
tablee w8(temp2[7],temp2[9],temp3[9]);
tablee w9(temp2[8],temp2[10],temp3[10]);
tablee w10(temp2[9],temp2[11],temp3[11]);
tablee w11(temp2[10],temp2[12],temp3[12]);
tablee w12(temp2[11],temp2[13],temp3[13]);
tablee w13(temp2[12],temp2[14],temp3[14]);
tablee w14(temp2[13],temp2[15],temp3[15]);
tablee w15(temp2[14],temp2[16],temp3[16]);
assign temp4[0]=temp3[0];
assign temp4[1]=temp3[1];
assign temp4[2]=temp3[2];
assign temp4[3]=temp3[3];
tablee z1(temp3[0],temp3[4],temp4[4]);
tablee z2(temp3[1],temp3[5],temp4[5]);
tablee z3(temp3[2],temp3[6],temp4[6]);
tablee z4(temp3[3],temp3[7],temp4[7]);
tablee z5(temp3[4],temp3[8],temp4[8]);
tablee z6(temp3[5],temp3[9],temp4[9]);
tablee z7(temp3[6],temp3[10],temp4[10]);
tablee z8(temp3[7],temp3[11],temp4[11]);
tablee z9(temp3[8],temp3[12],temp4[12]);
tablee z10(temp3[9],temp3[13],temp4[13]);
tablee z11(temp3[10],temp3[14],temp4[14]);
tablee z12(temp3[11],temp3[15],temp4[15]);
tablee z13(temp3[12],temp3[16],temp4[16]);
assign temp5[0]=temp4[0][1]&temp4[0][0];
assign temp5[1]=temp4[1][1]&temp4[1][0];
assign temp5[2]=temp4[2][1]&temp4[2][0];
assign temp5[3]=temp4[3][1]&temp4[3][0];
assign temp5[4]=temp4[4][1]&temp4[4][0];
assign temp5[5]=temp4[5][1]&temp4[5][0];
assign temp5[6]=temp4[6][1]&temp4[6][0];
assign temp5[7]=temp4[7][1]&temp4[7][0];
assign temp5[8]=temp4[8][1]&temp4[8][0];
assign temp5[9]=temp4[9][1]&temp4[9][0];
assign temp5[10]=temp4[10][1]&temp4[10][0];
assign temp5[11]=temp4[11][1]&temp4[11][0];
assign temp5[12]=temp4[12][1]&temp4[12][0];
assign temp5[13]=temp4[13][1]&temp4[13][0];
assign temp5[14]=temp4[14][1]&temp4[14][0];
assign temp5[15]=temp4[15][1]&temp4[15][0];
assign temp5[16]=temp4[16][1]&temp4[16][0];
xor v1(sum[0],a[0],b[0],temp5[0]);
xor v2(sum[1],a[1],b[1],temp5[1]);
xor v3(sum[2],a[2],b[2],temp5[2]);
xor v4(sum[3],a[3],b[3],temp5[3]);
xor v5(sum[4],a[4],b[4],temp5[4]);
xor v6(sum[5],a[5],b[5],temp5[5]);
xor v7(sum[6],a[6],b[6],temp5[6]);
xor v8(sum[7],a[7],b[7],temp5[7]);
xor v9(sum[8],a[8],b[8],temp5[8]);
xor v10(sum[9],a[9],b[9],temp5[9]);
xor v11(sum[10],a[10],b[10],temp5[10]);
xor v12(sum[11],a[11],b[11],temp5[11]);
xor v13(sum[12],a[12],b[12],temp5[12]);
xor v14(sum[13],a[13],b[13],temp5[13]);
xor v15(sum[14],a[14],b[14],temp5[14]);
xor v16(sum[15],a[15],b[15],temp5[15]);
buf v17(sum[16],temp4[16]);
endmodule
module tablee(input  [1:0] past,present,output reg [1:0] out);
reg [3:0] tablee;
always@*
begin
tablee={past,present};
case(tablee)
4'b0000:out=2'b00;  
4'b0001:out=2'b00; 
4'b0010:out=2'b00; 
4'b0011:out=2'b11; 
4'b0100:out=2'b00; 
4'b0101:out=2'b01; 
4'b0110:out=2'b10; 
4'b0111:out=2'b11; 
4'b1000:out=2'b00; 
4'b1001:out=2'b01; 
4'b1010:out=2'b10; 
4'b1011:out=2'b11; 
4'b1100:out=2'b00; 
4'b1101:out=2'b11; 
4'b1110:out=2'b11; 
4'b1111:out=2'b11; 
default:out=2'b00;
endcase
end
endmodule
```
`flow/run.sh`:
```
#!/bin/bash
# OpenROAD 26Q1-2900-gdf79404cd8, Yosys 0.63+post, stock flow scripts
make -C /OpenROAD-flow-scripts/flow DESIGN_CONFIG=/design/flow/config.mk WORK_HOME=/design/flow/orfs finish
```
==> results.ini <==
[run_status]
status=finished, violations left
failed_checks=negative setup slack

[finish]
layout.area.seq_sq_um=0
area_growth_pct=111
postLayoutCoreUtil=0.771
layout_top_cell=sky130_fd_sc_hd__buf_4
finish.instance_area_sq_um=5620
layout.clock_buffers=0
layout_top_cells_excl_fill_tap=sky130_fd_sc_hd__buf_4 (141), sky130_fd_sc_hd__buf_6 (43), sky130_fd_sc_hd__ha_1 (29)
sequential_cell_count=0
drive_gt1_frac=0.657

[placed_design]
gp_routability_congestion=0.873
dpl-instance-area_sq_um=4140
place_hpwl_um=6460
port-buffer-count=50

[logic_synthesis]
synth.distinct_cells=70
synth.top_cell.area_share=0.225
area_leaders=sky130_fd_sc_hd__ha_1 (22%), sky130_fd_sc_hd__a21oi_1 (5.6%), sky130_fd_sc_hd__inv_1 (5.2%)
yosys_cells=381
syn-mean-instance-area_sq_um=7.01
synth_seq_share=0
synthesis.area_sq_um=2670
yosys_warnings=2
yosys_area_sq_um=2670
post_synth_inst_count=381
synth.largest_area_cell=sky130_fd_sc_hd__ha_1

[floorplan]
die_x_um=107
die_height_um=107
ioPinCount=50
placementRows=31
fp_util=0.366
die-area_sq_um=11400
design.core.area_sq_um=7290

[cts]
cts_hold_buffers=0

[setup_path]
timing.critical_path.fanout_max=5
endpoint_kind=primary output
critical_path_arrival_ns=2.51
setup.worst_path.class=input port to primary output
crit_required_ns=2.08
critPathLaunch=a[9]
crit_path_start_kind=input port

[final_timing]
finalSetupViolations=10
worstMarginPinSlew_ns=0.484
fin_crit_ns=3.03
grt_setup_unrepaired=yes
hold_viol=0
min_period_over_period=1.17
relSlewSlack=0.677
finalHoldWorstSlack_ns=1.47
setup_slack_ns=-0.431
slew_viol_final=0
maxClockFrequency_mhz=330

[routing]
vias_per_cell=5.21
detail_route.first_pass.iterations=4
remaining_drcs=0
drt_wirelength_um=10400
postRouteAntennaNets=0
num_antenna_cells=0
dr.first_iter.drc_count=172
detail_route.wl_per_cell_um=15.1
route.vias.total=3585

[power]
cellPowerDensity_nw_per_um2=228
vdd.ir_drop.worst_mv=0.153
cellLeakagePower_nw=2.57
power.total_mw=1.28

[min_path]
min_from=b[5]
min-delay-path-class=input port to primary output

[job]
openroad.warnings=66
drv.max_cap_violation_count=0

[global_route]
grt_max_degree=10
globalRouteOverflowTotal=0
first_global_vias=3448
grt_pass1_wl_um=15400
grt_antenna_before_repair=0
grt_use_total=0.154

stage by stage:
stage | setup TNS [ns] | std cells | worst slack [ns]
2_1_floorplan | 0 | 381 | 0.00133
3_3_place_gp | -13.64 | 635 | -1.12
3_5_place_dp | -13.94 | 635 | -1.16
4_1_cts | -1.75 | 677 | -0.406
5_1_grt | -2.68 | 688 | -0.480
6_report | -1.82 | 688 | -0.431
power by group:
| group | switching (mW) | internal [mW] |
|---|---|---|
| registers | 0 | 0 |
| clock network | 0 | 0 |
| logic | 0.567 | 0.716 |
kinds of logic after synthesis:
family	share of synthesized area
xor+xnor	0.0787
fa+ha+maj	0.259
mux	0.0225
compound gates	0.295
simple gates	0.246
buf+inv	0.0988
worst paths after layout:
kind	to	cells after the start
max	sum[12]	13
min	sum[5]	5
area by class of cell:
cell class                      instances  area [sq um]
Inverter                               38           180
Timing Repair Buffer                  229          1990
Fill cell                             432          1670
Multi-Input combinational cell        322          3330
Tap cell                               99           124
timing repair:
| action | 4_1_cts | 5_1_grt |
|---|---|---|
| gates resized | 367 | 112 |
| pin swaps | 84 | 84 |
| buffers inserted | 43 | 17 |
| setup endpoints to repair | 17 | 13 |
| gates cloned | 2 | 0 |
critical path: stages:
cell,delay [ns]
sky130_fd_sc_hd__buf_12,0.11
sky130_fd_sc_hd__inv_8,0.06
sky130_fd_sc_hd__ha_4,0.11
sky130_fd_sc_hd__and3b_1,0.16
sky130_fd_sc_hd__a211o_1,0.29
sky130_fd_sc_hd__a211oi_4,0.25
sky130_fd_sc_hd__buf_6,0.16
sky130_fd_sc_hd__a221oi_4,0.06
sky130_fd_sc_hd__buf_4,0.15
sky130_fd_sc_hd__a31oi_4,0.17
sky130_fd_sc_hd__o21ba_4,0.18
sky130_fd_sc_hd__xor2_1,0.16
sky130_fd_sc_hd__buf_2,0.12
per-layer routing:
layer,global-route usage,vias to the layer above,wire length (um)
met4,0.00677,0,74
li1,-,1786,-
met5,0,-,0
met1,0.212,1687,4830
met3,0.0158,12,507
met2,0.266,100,5000
cell usage after synthesis, types with 3 or more instances:
cell type,n
sky130_fd_sc_hd__a211oi_1,6
sky130_fd_sc_hd__a21o_1,3
sky130_fd_sc_hd__a21oi_1,30
sky130_fd_sc_hd__a311oi_1,3
sky130_fd_sc_hd__a31oi_1,11
sky130_fd_sc_hd__and3_1,7
sky130_fd_sc_hd__buf_2,11
sky130_fd_sc_hd__buf_4,3
sky130_fd_sc_hd__clkbuf_1,3
sky130_fd_sc_hd__ha_1,48
sky130_fd_sc_hd__inv_1,37
sky130_fd_sc_hd__maj3_1,7
sky130_fd_sc_hd__mux2i_1,6
sky130_fd_sc_hd__nand2_1,26
sky130_fd_sc_hd__nand3_1,7
sky130_fd_sc_hd__nor2_1,29
sky130_fd_sc_hd__nor2b_1,8
sky130_fd_sc_hd__nor3_1,16
sky130_fd_sc_hd__o211a_1,3
sky130_fd_sc_hd__o211ai_1,6
sky130_fd_sc_hd__o21ai_0,10
sky130_fd_sc_hd__o21ai_1,7
sky130_fd_sc_hd__o31ai_1,4
sky130_fd_sc_hd__or2_1,5
sky130_fd_sc_hd__xnor2_1,15
sky130_fd_sc_hd__xor2_1,9
Power figures rest on the tool's default switching activity, not on a simulated workload.
